**flow/run.sh**
```bash
#!/bin/bash
# OpenROAD 26Q1-2900-gdf79404cd8, Yosys 0.63+post, stock flow scripts
make -C /OpenROAD-flow-scripts/flow DESIGN_CONFIG=/design/flow/config.mk WORK_HOME=/design/flow/orfs finish
```
**flow/config.mk**
```make
export PLATFORM = sky130hd
export DESIGN_NAME = cubeState
export DESIGN_NICKNAME = cubeState
export VERILOG_FILES = /design/flow/design.v
export SDC_FILE = /design/flow/constraint.sdc
export NUM_CORES = 4
export LEC_CHECK = 1
export CORE_AREA = 10 10 215 215
export DIE_AREA = 0 0 225 225
export SYNTH_HDL_FRONTEND = slang
```
**flow/constraint.sdc**
```tcl
current_design cubeState

set clk_period 11.4
set clk_io_pct 0.2

create_clock -name clk0 -period $clk_period

set non_clock_inputs [all_inputs -no_clocks]
set_input_delay [expr $clk_period * $clk_io_pct] -clock clk0 $non_clock_inputs
set_output_delay [expr $clk_period * $clk_io_pct] -clock clk0 [all_outputs]
```
**flow/design.v**
```verilog
module cubeState (
	 input [5:0] nextFaceMove,
	 input [1:0] nextRotation,
	 input [161:0] cubeState,
    output reg  [161:0] cubeStateNew
);
	integer i, k, j;
   reg [2:0] tmp  [0:53];
    reg [2:0] tmpIndex;
    always @(*) begin
			j = 0;
		for (i = 0; i < 54; i = i+1) begin
				tmp[i] = cubeState[3*i +: 3];
		end
			case (nextFaceMove)
				6'd0: begin														 
					for(k = 0; k < nextRotation ; k = k + 1) begin	 
						tmpIndex = tmp[0];
						tmp[0] = tmp[6];
						tmp[6] = tmp[8];
						tmp[8] = tmp[2];
						tmp[2] = tmpIndex;
						tmpIndex = tmp[20];
						tmp[20] = tmp[29];
						tmp[29] = tmp[38];
						tmp[38] = tmp[11];
						tmp[11] = tmpIndex;
						tmpIndex = tmp[18];
						tmp[18] = tmp[27];
						tmp[27] = tmp[36];
						tmp[36] = tmp[9];
						tmp[9] = tmpIndex;
						tmpIndex = tmp[1];
						tmp[1] = tmp[3];
						tmp[3] = tmp[7];
						tmp[7] = tmp[5];
						tmp[5] = tmpIndex;
						tmpIndex = tmp[19];
						tmp[19] = tmp[28];
						tmp[28] = tmp[37];
						tmp[37] = tmp[10];
						tmp[10] = tmpIndex;
					end  
				end  
				6'd2: begin														 
					for(k = 0; k < nextRotation; k = k + 1) begin	 
						tmpIndex = tmp[9];
						tmp[9] = tmp[15];
						tmp[15] = tmp[17];
						tmp[17] = tmp[11];
						tmp[11] = tmpIndex;
						tmpIndex = tmp[0];
						tmp[0] = tmp[44];
						tmp[44] = tmp[45];
						tmp[45] = tmp[18];
						tmp[18] = tmpIndex;
						tmpIndex = tmp[6];
						tmp[6] = tmp[38];
						tmp[38] = tmp[51];
						tmp[51] = tmp[24];
						tmp[24] = tmpIndex;
						tmpIndex = tmp[10];
						tmp[10] = tmp[12];
						tmp[12] = tmp[16];
						tmp[16] = tmp[14];
						tmp[14] = tmpIndex;
						tmpIndex = tmp[3];
						tmp[3] = tmp[41];
						tmp[41] = tmp[48];
						tmp[48] = tmp[21];
						tmp[21] = tmpIndex;
					end  
				end  
				6'd4: begin														 
					for(k = 0; k < nextRotation; k = k + 1) begin	 
						tmpIndex = tmp[18];
						tmp[18] = tmp[24];
						tmp[24] = tmp[26];
						tmp[26] = tmp[20];
						tmp[20] = tmpIndex;
						tmpIndex = tmp[6];
						tmp[6] = tmp[17];
						tmp[17] = tmp[47];
						tmp[47] = tmp[27];
						tmp[27] = tmpIndex;
						tmpIndex = tmp[8];
						tmp[8] = tmp[11];
						tmp[11] = tmp[45];
						tmp[45] = tmp[33];
						tmp[33] = tmpIndex;
						tmpIndex = tmp[19];
						tmp[19] = tmp[21];
						tmp[21] = tmp[25];
						tmp[25] = tmp[23];
						tmp[23] = tmpIndex;
						tmpIndex = tmp[7];
						tmp[7] = tmp[14];
						tmp[14] = tmp[46];
						tmp[46] = tmp[30];
						tmp[30] = tmpIndex;
					end  
				end  
				6'd1: begin														 
					for(k = 0; k < nextRotation; k = k + 1) begin	 
						tmpIndex = tmp[27];
						tmp[27] = tmp[33];
						tmp[33] = tmp[35];
						tmp[35] = tmp[29];
						tmp[29] = tmpIndex;
						tmpIndex = tmp[8];
						tmp[8] = tmp[26];
						tmp[26] = tmp[53];
						tmp[53] = tmp[36];
						tmp[36] = tmpIndex;
						tmpIndex = tmp[20];
						tmp[20] = tmp[47];
						tmp[47] = tmp[42];
						tmp[42] = tmp[2];
						tmp[2] = tmpIndex;
						tmpIndex = tmp[28];
						tmp[28] = tmp[30];
						tmp[30] = tmp[34];
						tmp[34] = tmp[32];
						tmp[32] = tmpIndex;
						tmpIndex = tmp[5];
						tmp[5] = tmp[23];
						tmp[23] = tmp[50];
						tmp[50] = tmp[39];
						tmp[39] = tmpIndex;
					end  
				end  
				6'd3: begin														 
					for(k = 0; k < nextRotation; k = k + 1) begin	 
						tmpIndex = tmp[36];
						tmp[36] = tmp[42];
						tmp[42] = tmp[44];
						tmp[44] = tmp[38];
						tmp[38] = tmpIndex;
						tmpIndex = tmp[29];
						tmp[29] = tmp[53];
						tmp[53] = tmp[15];
						tmp[15] = tmp[0];
						tmp[0] = tmpIndex;
						tmpIndex = tmp[2];
						tmp[2] = tmp[35];
						tmp[35] = tmp[51];
						tmp[51]= tmp[9];
						tmp[9] = tmpIndex;
						tmpIndex = tmp[37];
						tmp[37] = tmp[39];
						tmp[39] = tmp[43];
						tmp[43] = tmp[41];
						tmp[41] = tmpIndex;
						tmpIndex = tmp[1];
						tmp[1] = tmp[32];
						tmp[32] = tmp[52];
						tmp[52] = tmp[12];
						tmp[12] = tmpIndex;
					end  
				end  
				6'd5: begin														 
					for(k = 0; k < nextRotation; k = k + 1) begin	 
						tmpIndex = tmp[45];
						tmp[45] = tmp[51];
						tmp[51] = tmp[53];
						tmp[53] = tmp[47];
						tmp[47] = tmpIndex;
						tmpIndex = tmp[24];
						tmp[24] = tmp[15];
						tmp[15] = tmp[42];
						tmp[42] = tmp[33];
						tmp[33] = tmpIndex;
						tmpIndex = tmp[17];
						tmp[17] = tmp[44];
						tmp[44] = tmp[35];
						tmp[35] = tmp[26];
						tmp[26] = tmpIndex;
						tmpIndex = tmp[46];
						tmp[46] = tmp[48];
						tmp[48] = tmp[52];
						tmp[52] = tmp[50];
						tmp[50] = tmpIndex;
						tmpIndex = tmp[25];
						tmp[25] = tmp[16];
						tmp[16] = tmp[43];
						tmp[43] = tmp[34];
						tmp[34] = tmpIndex;
					end  
				end  
				default: begin
				end
			endcase
			for (i = 0; i < 54; i = i + 1) begin
            cubeStateNew[3*i +: 3] = tmp[i];
         end  
 end  
endmodule
```
==> results.ini <==
[floorplanning]
initial_core_util_pct = 21.8
die_x_um = 225
fp.dieH_um = 225
dieArea_um2 = 50600
fp-row-count = 75
io_pins = 332
core-area_um2 = 41800

[final_timing]
maxSlewHeadroom_pct = 28.4
final_max_slew_viol_count = 0
fmax_ghz = 0.121
rsz0062_at_grt = no
hold_violations = 0
period_needed_ns = 8.27
finalSetupViolCount = 0
tns_ns = 0
finalCritPeriodShare_pct = 72.6
worst_slew_pin_slew_ns = 1.07

[run]
warnings = 32
maxCapViolations = 0

[pwr]
vdd_drop_max_v = 0.0000140
power_density_nw_per_um2 = 40.1
p_leak_nw = 4.15

[worst_setup_path]
critPathArrivalTime_ns = 5.99
start_kind = input pin
worstSetupPathType = input pin to primary output
critPathMaxStageDelay_ns = 0.72
cp-end-kind = primary output
crit_family = buffers and inverters
crit_buf_inv = 4
worstPathRequired_ns = 9.12
cp_max_fo = 37
worst_path_max_delay_cell = a21oi_2
crit_chain = clkdlybuf4s50_1 -> buf_4 -> nor4_4 -> buf_4 -> nand3_2 -> a21oi_2 -> nor2_1 -> a41oi_1 -> clkdlybuf4s50_1

[place]
hpwl_mm = 51.7
port_buffers = 296
gp_congestion = 1.10

[routing]
num_antenna_cells = 0
num_vias = 15080
vias_per_cell = 6.42
drt_iter0_drc = 2476
post_drt_wl_per_cell_um = 30.0
drc = 0
ant_nets = 0
wl_mm = 70.4
drtPass1Iterations = 8

[yosys]
ys_cells = 1654
yosys_area_um2 = 9110
avgSynthCellArea_um2 = 5.51
synth-seq-area-share_pct = 0
synth_cell_type_count = 68
yosys_warnings = 0
synthesis.area_um2 = 9110
netlist_instances = 1654

[finish]
syn_to_final_growth_pct = 34.1
num-clock-buffers = 0
flop-count = 0
ff_latch_area_um2 = 0
drive_above_1_share_pct = 4.86
final_util_pct = 29.3
fillCellCount = 4660

[grt]
overflow = 0
grt_first_pass_wirelength_mm = 100
antenna_found_initial = 0
track_usage_pct = 26.5
first_global_vias = 14567
grt_max_degree = 94

[clocking]
ctsHoldBuffers = 0
cts-resized-gates = 0
post_cts_buffers = 0

[status]
status = complete, no violations

[hold_path]
hold_path.class = input pin to primary output

==> stage by stage <==
stage          std cells  area, µm²  total power [mW]  hold WS, ns  setup WS, ns
3_3_place_gp        2348      12200             0.481         4.56          3.27
6_report            2348      12200             0.490         4.56          3.13
5_1_grt             2348      12200             0.516         4.56          2.94
2_1_floorplan       1654       9110             0.224         4.61          5.39
3_5_place_dp        2348      12200             0.471         4.56          3.27
4_1_cts             2348      12200             0.474         4.56          3.26
==> area by class of cell <==
class / instances / area (µm²) / share of cell area (%)
inverter: 15 / 57.6 / 0.471
multi-input combinational: 1456 / 8210 / 67.2
tap: 539 / 674 / 5.52
timing repair buffer: 338 / 3270 / 26.8
==> power breakdown <==
| group | switching [mW] | internal (mW) | total [mW] | leakage [nW] |
|---|---|---|---|---|
| registers | 0 | 0 | 0 | 0 |
| logic | 0.293 | 0.197 | 0.490 | 4.15 |
| clock network | 0 | 0 | 0 | 0 |
| total | 0.293 | 0.197 | 0.490 | 4.15 |
==> final timing paths <==
| kind | from | endpoint | slack [ns] | depth (start not counted) |
|---|---|---|---|---|
| min | cubeState[120] | cubeStateNew[120] | 4.56 | 0 |
| max | nextFaceMove[2] | cubeStateNew[105] | 3.13 | 9 |
==> cell usage after synthesis, types with 11 or more instances <==
| master | number | area (µm²) |
|---|---|---|
| clkbuf_1 | 80 | 300 |
| buf_1 | 28 | 105 |
| a21oi_1 | 204 | 1020 |
| nand2_1 | 288 | 1080 |
| nor3_1 | 23 | 115 |
| a31oi_1 | 98 | 613 |
| o21a_1 | 11 | 82.6 |
| a211oi_1 | 38 | 285 |
| buf_4 | 25 | 188 |
| mux2i_1 | 13 | 130 |
| nor2_1 | 209 | 785 |
| o21ai_0 | 124 | 621 |
| inv_1 | 14 | 52.6 |
| nor2b_1 | 23 | 144 |
| nand3_1 | 35 | 175 |
| a311oi_1 | 62 | 543 |
| buf_2 | 47 | 235 |
| a22oi_1 | 17 | 128 |
| a22o_1 | 17 | 149 |
| o22ai_1 | 37 | 231 |
| o211ai_1 | 27 | 203 |
| nand2b_1 | 46 | 288 |
| o21ai_1 | 15 | 75.1 |
| a211o_1 | 16 | 140 |
==> routing by layer <==
metal	part of all wire, %	GRT usage, %	vias to the layer above
met5	0	0	-
met4	5.3	12.0	0
met3	14	10.3	266
met2	42	38.0	1345
met1	39	34.4	6942
li1	-	-	6527
==> placed cells by master (no fill, tap or decap), types with 15 or more instances in the layout <==
cell type        instances
a211o_1                 16
a211oi_1                38
a21oi_1                204
a22o_1                  17
a22oi_1                 17
a311oi_1                62
a31oi_1                 98
buf_4                   42
clkdlybuf4s50_1        292
nand2_1                288
nand2b_1                46
nand3_1                 35
nor2_1                 207
nor2b_1                 23
nor3_1                  23
o211ai_1                27
o21ai_0                124
o21ai_1                 15
o22ai_1                 37
==> kinds of logic after synthesis <==
| logic type | share of synthesized area, % |
|---|---|
| adder cells (fa/ha/maj) | 0.110 |
| buffers and inverters | 9.95 |
| XOR/XNOR | 0.0962 |
| AND-OR/OR-AND | 53.9 |
| multiplexers | 3.41 |
| AND/OR/NAND/NOR | 32.5 |
Power and IR drop assume default switching activity.
