$ cat design/flow/design.v
module seven_segment (
input [3:0] SW,
output reg [6:0]HEX0
);
always @(*)
begin
	case (SW)
				4'h0: HEX0 = 7'b1000000;  
            4'h1: HEX0 = 7'b1111001;  
            4'h2: HEX0 = 7'b0100100;  
            4'h3: HEX0 = 7'b0110000;  
            4'h4: HEX0 = 7'b0011001;  
            4'h5: HEX0 = 7'b0010010;  
            4'h6: HEX0 = 7'b0000010;  
            4'h7: HEX0 = 7'b1111000;  
            4'h8: HEX0 = 7'b0000000;  
            4'h9: HEX0 = 7'b0010000;  
            4'hA: HEX0 = 7'b0001000;  
            4'hB: HEX0 = 7'b0000011;  
            4'hC: HEX0 = 7'b1000110;  
            4'hD: HEX0 = 7'b0100001;  
            4'hE: HEX0 = 7'b0000110;  
            4'hF: HEX0 = 7'b0001110;  
            default: HEX0 = 7'b1111111 ;  
	endcase
end
endmodule
$ cat design/flow/run.sh
#!/bin/bash
# OpenROAD 26Q1-2900-gdf79404cd8, Yosys 0.63+post, stock flow scripts
make -C /OpenROAD-flow-scripts/flow DESIGN_CONFIG=/design/flow/config.mk WORK_HOME=/design/flow/orfs finish
$ cat design/flow/config.mk
export PLATFORM = sky130hd
export DESIGN_NAME = seven_segment
export DESIGN_NICKNAME = seven_segment
export VERILOG_FILES = /design/flow/design.v
export SDC_FILE = /design/flow/constraint.sdc
export NUM_CORES = 4
export LEC_CHECK = 1
export CORE_AREA = 10 10 70 70
export DIE_AREA = 0 0 80 80
export SYNTH_HDL_FRONTEND = slang
$ cat design/flow/constraint.sdc
current_design seven_segment

set clk_period 2.0
set clk_io_pct 0.2

create_clock -name clk0 -period $clk_period

set non_clock_inputs [all_inputs -no_clocks]
set_input_delay [expr $clk_period * $clk_io_pct] -clock clk0 $non_clock_inputs
set_output_delay [expr $clk_period * $clk_io_pct] -clock clk0 [all_outputs]
==> results.rst <==
Synthesis and place-and-route
=============================

.. list-table::
   :header-rows: 1

   * - Metric
     - Value
   * - Vias in the first global route
     - around 290
   * - CP Data Arrival Time
     - between 1.5 and 2 ns
   * - Total routed wirelength
     - 862 um
   * - Mapped Cells
     - 32
   * - Estimated wirelength of the detail-placed design
     - approximately 650 um
   * - Number of primary I/O pins
     - 11
   * - FP Rows
     - 21
   * - Yosys warning tally
     - 0
   * - Comb. cell area
     - 282 um2
   * - Worst ir drop on vdd
     - 0.0186 mV
   * - Top cell type's share of synthesized area
     - approximately a third
   * - Top cells by count
     - 7 x sky130_fd_sc_hd__ha_1, 5 x sky130_fd_sc_hd__nor2_1, 4 x sky130_fd_sc_hd__mux2i_1
   * - Kind of critical path
     - in2out
   * - Starting density of the core
     - roughly 8%
   * - Violation count after the first detailed-routing iteration
     - 2
   * - Post-layout period usage
     - between 90% and 100%
   * - Capturing element type of the critical path
     - output pin
   * - Largest net degree at the start of global routing
     - 6
   * - Die area
     - roughly 6400 um2
   * - Final Slew Violations
     - 0
   * - Die H
     - approximately 80 um
   * - Die W
     - roughly 80 um
   * - Post-route cell area
     - 536 um2
   * - All-Layer GR Usage
     - ~2.4%
   * - Maximum fanout encountered on the critical timing path
     - 3
   * - Power density over cell area
     - between 150 and 200 nW/um2
   * - Residual antenna-violating net count after detailed routing
     - 0
   * - Area growth from synthesis to layout
     - 94.5%
   * - Final hold violation count
     - 0
   * - Dpl ws
     - -0.702 ns
   * - Wire length of the first global-routing pass
     - 1.34 mm
   * - Cell total in the yosys stat output
     - 32
   * - Worst Hold Slack
     - around 1.4 ns
   * - Worst hold path type
     - in2out
   * - Total overflow reported by the global router
     - 0
   * - First-pass detailed-route iteration total
     - 2
   * - Proportion of layout cells with a drive suffix above 1
     - between 40% and 50%
   * - Core region area
     - roughly 3400 um2
   * - Final Worst Setup Slack
     - approximately 0.056 ns
   * - Min Clock Period, post-route
     - slightly below 2 ns
   * - Average detailed-routed wire length per instance
     - just under 9 um
   * - Number of warnings in the stage logs
     - 39
   * - Worst max-slew margin expressed relative to the limit
     - between 90% and 100%
   * - RePlAce Congestion
     - about 0.80
   * - Total standard cell area after synthesis
     - around 280 um2
   * - Total number of vias
     - between 300 and 400
   * - Antenna violations before repair
     - 0
   * - Synth unique cells
     - 15
   * - Endpoint required time on the critical path
     - between 1.5 and 2 ns
   * - Final setup violation count
     - 0
   * - DP Area
     - about 500 um2
   * - Worst slew pin tran
     - around 0.14 ns
   * - Unrepaired setup endpoints after global routing
     - no
   * - Status
     - finished clean
   * - Fmax
     - between 500 and 600 MHz
   * - Hold bufs inserted after CTS
     - 0
   * - IO Port Bufs
     - 11
   * - Mean Syn Cell Area
     - 8.60 um2
   * - Top cells by area, synth
     - sky130_fd_sc_hd__ha_1 32%, sky130_fd_sc_hd__mux2i_1 15%, sky130_fd_sc_hd__mux4_1 9.5%
   * - Final antenna diode count
     - 0
   * - Synth area leader
     - sky130_fd_sc_hd__ha_1
   * - Maximum Capacitance Violations
     - 0
   * - Post-synthesis chip area from yosys
     - ~280 um2
   * - Register share after synthesis
     - 0%
   * - Number of fill cells in the layout
     - 388
   * - Flop count
     - 0
   * - Type of element launching the critical path
     - primary input
   * - Tally of clock buffers in the finished layout
     - 0
   * - Most instantiated library cell after synthesis
     - sky130_fd_sc_hd__ha_1
   * - Leakage
     - about 0.26 nW
   * - Via density per instance
     - 3.04
   * - Residual DRC
     - 0
   * - Register cell area after layout
     - 0 um2
## area by class of cell
cell class	instances	area share, %
inverters	3	2.57
well taps	46	10.7
repair buffers	23	34.1
multi-input cells	27	52.6
## path summary, 6_finish.rpt
kind	start	end	slack, ns	cells past startpoint
worst min-delay path	SW[0]	HEX0[3]	1.36	4
worst max-delay path	SW[3]	HEX0[6]	0.06	5
## per-layer routing
layer	vias to the layer above	routed length [um]	share of wire (%)	track usage, %
met5	-	0	0	0
met4	0	0	0	0
met3	0	52	6.0	0.455
met2	6	447	52	4.90
met1	138	361	42	2.52
li1	157	-	-	-
## per-stage QoR
stage	util, %	total power (W)	std cells	TNS (ns)
after floorplan	-	0.0000364	32	0
after global placement	14.7	0.0000915	97	-3.75
after detailed placement	14.7	0.0000922	97	-3.72
after CTS	15.4	0.0000895	99	-0.0571
after global routing	15.7	0.000101	99	0
final	15.7	0.0000911	99	0
## where the power goes
group / switching [W] / internal (W)
logic: 0.0000371 / 0.0000540
clock network: 0 / 0
registers: 0 / 0
## critical path, cell delays in order
cell                            delay (ns)
sky130_fd_sc_hd__dlygate4sd2_1        0.25
sky130_fd_sc_hd__buf_4                0.15
sky130_fd_sc_hd__mux2_2               0.32
sky130_fd_sc_hd__a22o_1               0.18
sky130_fd_sc_hd__dlygate4sd2_1        0.24
## cells by family after synthesis
| logic type | count (synthesis) | share of synthesized area, % |
|---|---|---|
| compound gates | 6 | 15.5 |
| fa+ha+maj | 7 | 31.8 |
| buf+inv | 5 | 10.0 |
| mux | 6 | 28.2 |
| simple gates | 8 | 14.5 |
## what timing repair did
item / CTS / global route
gates cloned: 1 / 0
gates resized: 33 / 5
pin swaps: 3 / 0
setup endpoints to repair: 7 / 4
setup buffers: 1 / 0
## cells in the final DEF, fill, tap and decap left out, types with 2 or more instances in the layout
| master | n |
|---|---|
| sky130_fd_sc_hd__a22o_1 | 2 |
| sky130_fd_sc_hd__buf_2 | 4 |
| sky130_fd_sc_hd__buf_4 | 8 |
| sky130_fd_sc_hd__buf_6 | 3 |
| sky130_fd_sc_hd__dlygate4sd2_1 | 7 |
| sky130_fd_sc_hd__ha_1 | 3 |
| sky130_fd_sc_hd__ha_2 | 2 |
| sky130_fd_sc_hd__ha_4 | 2 |
| sky130_fd_sc_hd__mux2i_1 | 4 |
| sky130_fd_sc_hd__nor2_1 | 4 |
| sky130_fd_sc_hd__o21ai_1 | 2 |
Power and IR drop assume default switching activity.
