## flow/design.v

```verilog
module vga_driver(
input clk,
input rst,
output reg vga_clk,
output reg hsync,  
output reg vsync,  
output reg active_pixels,  
output reg frame_done,  
output reg [9:0]xPixel,  
output reg [9:0]yPixel,  
output reg VGA_BLANK_N,	 
output reg VGA_SYNC_N		 
);
parameter HA_END = 10'd639;            
parameter HS_STA = HA_END + 16;    
parameter HS_END = HS_STA + 96;    
parameter WIDTH   = 10'd799;            
parameter VA_END = 10'd479;            
parameter VS_STA = VA_END + 10;    
parameter VS_END = VS_STA + 2;     
parameter HEIGHT = 10'd524;            
always @(*)
begin 
	hsync = ~((xPixel >= HS_STA) && (xPixel < HS_END));
	vsync = ~((yPixel >= VS_STA) && (yPixel < VS_END));
	active_pixels = (xPixel <= HA_END && yPixel <= VA_END);
	frame_done = (xPixel >= HA_END && yPixel >= VA_END);
	VGA_BLANK_N = active_pixels;
	VGA_SYNC_N = 1'b1;
end
always @(posedge clk or negedge rst)
begin
	if (rst == 1'b0)
	begin
		vga_clk <= 1'b0;
		xPixel <= 10'd0;
		yPixel <= 10'd0;
	end
	else
	begin
		vga_clk = ~vga_clk;  
		if (vga_clk == 1'b1)
			if(xPixel == WIDTH)
			begin
				xPixel <= 10'd0;
				if(yPixel == HEIGHT)
				begin
					yPixel<=10'd0;
				end
				else
				begin
					yPixel <= yPixel+1'b1;
				end
			end
			else
			begin
				xPixel <= xPixel+1'b1;
			end
		end
end
endmodule
```

## flow/run.sh

```bash
#!/bin/bash
# OpenROAD 26Q1-2900-gdf79404cd8, Yosys 0.63+post, stock flow scripts
make -C /OpenROAD-flow-scripts/flow DESIGN_CONFIG=/design/flow/config.mk WORK_HOME=/design/flow/orfs finish
```

## flow/config.mk

```make
export PLATFORM = sky130hd
export DESIGN_NAME = vga_driver
export DESIGN_NICKNAME = vga_driver
export VERILOG_FILES = /design/flow/design.v
export SDC_FILE = /design/flow/constraint.sdc
export NUM_CORES = 4
export LEC_CHECK = 1
export CORE_AREA = 10 10 87 87
export DIE_AREA = 0 0 97 97
export SYNTH_HDL_FRONTEND = slang
```

## flow/constraint.sdc

```tcl
current_design vga_driver

set clk_period 4.0
set clk_io_pct 0.2

create_clock -name clk0 -period $clk_period [get_ports {clk}]

set non_clock_inputs [all_inputs -no_clocks]
set_input_delay [expr $clk_period * $clk_io_pct] -clock clk0 $non_clock_inputs
set_output_delay [expr $clk_period * $clk_io_pct] -clock clk0 [all_outputs]
```

==> Slide: Implementation Results <==
Synthesis and Place & Route Summary

Setup path
  • Reg-to-reg startpoint: xPixel[0]
  • CP required: 3.20 ns
  • Critical Path Source: xPixel[0]
  • Endpoint type of the worst setup path: primary output
  • Sequence of cells on the critical path: ha_1, a31oi_1, nor2_1, or4_1, clkdlybuf4s50_1
  • Worst path bufs/invs: 1
  • Setup Crit Path Kind: reg2out
  • Launching element type of the critical path: flip-flop
  • Worst Path Max Fanout: 5
  • CP peak stage delay: 0.50 ns
  • Top cell family by delay on the critical path: simple AND/OR/NAND/NOR gates
  • CP arrival: 2.15 ns
  • Critical path's slowest cell: sky130_fd_sc_hd__or4_1

Detailed routing
  • DRC violation count after routing: 0
  • Vias after detailed routing: 1045
  • Total Wirelength: 3079 um
  • Via-per-instance ratio: around 4.4
  • Initial DRC count: ~70
  • Average wire per standard cell: 13.10 um
  • Antenna cells: 0
  • Iteration count of the initial detailed-routing pass: 4
  • Remaining number of nets flagged by the antenna check after routing: 0

Timing
  • Final critical-path required period: 2.949 ns
  • TNS Setup: 0 ns
  • Fin Hold WS: between 0.5 and 0.6 ns
  • Final Max-Slew Violation Tally: 0
  • Final Hold Violation Tally: 0
  • Final tally of setup violations: 0
  • Worst clock skew: around 0.005 ns
  • Part of the cycle the worst path needs: 73.73%
  • Timing-limited maximum frequency: 339.1 MHz
  • Unrepaired setup endpoints after global routing: no

Die
  • Rows: 27
  • Die Footprint: 9409 um^2
  • Ports placed on the boundary: 29
  • Std-Cell Core Area: approximately 5600 um^2
  • Floorplan die height: 97 um
  • Die Width: 97 um
  • Pre-Place Util: 21.96%

Synth
  • Total of warnings raised by yosys: 0
  • Async set-reset flop share out of synthesis: 100.0%
  • Dominant register cell in the synthesized netlist: sky130_fd_sc_hd__dfrtp_1
  • Number of instances in the synthesized netlist: 138
  • Area of the mapped netlist: between 1000 and 1500 um^2
  • Share of the yosys chip area belonging to registers: 42.42%
  • Synth unique cells: 38
  • Flip-flops with a built-in enable: 0
  • Area figure in the yosys stat output: around 1200 um^2
  • Flop and latch count out of synthesis: 21
  • Mean cell area of the mapped netlist: between 8 and 9 um^2
  • Cell count listed in synth_stat.txt: 138

Pwr
  • Overall power of the completed layout: approximately 360 uW
  • Cell area power density: 221.2 nW/um^2
  • Static Leak: 0.6637 nW
  • Largest voltage drop on the vdd net: 0.09495 mV

CTS
  • Master cell of the clock root buffer: sky130_fd_sc_hd__clkbuf_8
  • Count of clock tree sinks: 21
  • Post-cts hold-fix buffer tally: 0
  • H-tree levels: 1
  • Post-CTS Resized: 0
  • Number of buffers added by the clock tree synthesis step: 3
  • # Post-CTS Setup Buffers: 0
  • Clock tree from TritonCTS: done
  • Max Buffers Root-to-Sink: 2
  • Clock-pin slew of the registers on the worst-case setup and hold paths: 0.07 ns
  • Worst-skew pair later-pin latency: 0.26 ns

Placed design
  • DPL Wire Length: 2293 um
  • Routability Congestion: around 0.77
  • Port Buffers: 27

Global route
  • Overall global routing resource usage: ~6.5%
  • Global-route wire length before repair: 5375 um
  • Largest net degree at the start of global routing: 22
  • Antenna violations before repair: 0
  • GRT Residual Overflow: 0
  • Vias in the first global route: about 1.1k

Cells and area
  • Most frequently placed logic cells in the final layout: 27 x sky130_fd_sc_hd__clkdlybuf4s50_1, 21 x sky130_fd_sc_hd__dfrtp_1, 14 x sky130_fd_sc_hd__nand2_1
  • Final cell utilization of the core: 28.63%
  • Most common cell after layout, fill and taps aside: sky130_fd_sc_hd__clkdlybuf4s50_1
  • Share of cells above drive strength 1: 5.521%
  • Area Growth Syn to Fin: 30.40%
  • Filler cells: 599

Job
  • Number of warning messages in the logs: 27
  • Max-capacitance violation count: 0

Run status
  • Result of the run: complete, no violations

Hold path
  • Hold Crit Class: reg2reg
  • Launch point of the worst hold path: xPixel[1]
## worst reg2reg max path, cell delays in order, from the launching register on
cell                       delay [ns]
sky130_fd_sc_hd__dfrtp_1         0.42
sky130_fd_sc_hd__ha_1            0.25
sky130_fd_sc_hd__nand4b_2        0.16
sky130_fd_sc_hd__nor4_2          0.23
sky130_fd_sc_hd__buf_4           0.27
sky130_fd_sc_hd__o21ai_0         0.12
sky130_fd_sc_hd__a21o_1          0.18
## kinds of logic after synthesis
| group | synth area share [%] |
|---|---|
| DFF | 42.42 |
| buffers and inverters | 5.960 |
| adders and majority gates | 4.041 |
| AOI/OAI and AO/OA | 10.61 |
| xor gates and xnor gates | 5.657 |
| muxes | 2.525 |
| and+or+nand+nor | 28.48 |
| other | 0.3027 |
## final cells by class
class,count,area (um^2),area share [%]
flip-flops and latches,21,525.5,32.53
clock buffers,4,45.04,2.789
well taps,72,90.09,5.577
inverters,8,30.03,1.859
repair buffers,29,285.3,17.66
multi-input cells,101,639.4,39.58
## path summary, 6_finish.rpt
check	slack, ns	endpoint	cells after the start
hold / removal	0.56	xPixel[1]	2
max in group asynchronous	2.90	xPixel[6]	2
setup / recovery	1.05	hsync	5
setup reg to reg	2.27	yPixel[7]	6
hold reg to reg	0.56	xPixel[1]	2
min in group asynchronous	0.87	yPixel[3]	2
## registers in the layout (all words and copies together) (netlist names)
name / count
yPixel: 10
vga_clk: 1
xPixel: 10
## through the flow
stage               cell area (um^2)  instances  setup slack [ns]
finish                          1615        235             1.051
global placement                1570        231             1.355
global route                    1615        235            0.9167
detailed placement              1570        231             1.315
CTS                             1615        235             1.021
floorplan                       1239        138             1.884
## where the power goes
group | total, mW | internal (mW) | switching (mW)
logic | 0.00568 | 0.00149 | 0.00419
clock network | 0.140 | 0.0709 | 0.0688
registers | 0.212 | 0.212 | 0
## cell usage after synthesis, types with 4 or more instances
cell	count	area [um^2]
sky130_fd_sc_hd__dfrtp_1	21	525.5
sky130_fd_sc_hd__nand2_1	14	52.55
sky130_fd_sc_hd__nand3_1	12	60.06
sky130_fd_sc_hd__nor2_1	10	37.54
sky130_fd_sc_hd__o21ai_0	9	45.04
sky130_fd_sc_hd__inv_1	8	30.03
sky130_fd_sc_hd__xnor2_1	6	52.55
sky130_fd_sc_hd__nor3_1	5	25.02
sky130_fd_sc_hd__and3_1	4	25.02
sky130_fd_sc_hd__ha_1	4	50.05
## metal layers
layer / routed length [um] / global-route usage (%) / vias to the layer above
li1: - / - / 532
met1: 1521 / 9.605 / 492
met2: 1390 / 9.611 / 19
met3: 127 / 1.218 / 2
met4: 40 / 1.015 / 0
met5: 0 / 0 / -
Power figures rest on the tool's default switching activity, not on a simulated workload.
